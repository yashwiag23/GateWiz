### config.mk
export PLATFORM = sky130hd
export DESIGN_NAME = mux64to1_8bit
export DESIGN_NICKNAME = mux64to1_8bit
export VERILOG_FILES = /design/flow/design.v
export SDC_FILE = /design/flow/constraint.sdc
export NUM_CORES = 4
export LEC_CHECK = 1
export CORE_AREA = 10 10 208 208
export DIE_AREA = 0 0 218 218
### constraint.sdc
current_design mux64to1_8bit

set clk_period 6.3
set clk_io_pct 0.2

create_clock -name clk0 -period $clk_period

set non_clock_inputs [all_inputs -no_clocks]
set_input_delay [expr $clk_period * $clk_io_pct] -clock clk0 $non_clock_inputs
set_output_delay [expr $clk_period * $clk_io_pct] -clock clk0 [all_outputs]
### design.v
module mux64to1_8bit (sel, vault, treasure);
    input [5:0] sel;
    input [511:0] vault; 
    output [7:0] treasure;
    assign treasure = vault[sel*8 +: 8];   
endmodule
### run.sh
#!/bin/bash
# OpenROAD 26Q1-2900-gdf79404cd8, Yosys 0.63+post, stock flow scripts
make -C /OpenROAD-flow-scripts/flow DESIGN_CONFIG=/design/flow/config.mk WORK_HOME=/design/flow/orfs finish
==> out/qor.yml <==
grt_use_total_pct: 14.0
chipArea_sq_um: 47500
syn_inst: 324
worst_slack_ps: 806
ys_chip_area_sq_um: 4200
syn_area_sq_um: 4200
hold_path_class: "primary input to output port"
post-route-period-util_pct: 87.2
wl_microns: 34300
yosysUniqueCellTypes: 36
die-width_microns: 218
crit_fanout: 13
layout-drive-gt1-share_pct: 17.1
ioPinCount: 526
grt-ovfl-total: 0
relSlewSlack_pct: 43.7
slew_viol_final: 0
leakage_nw: 3.35
drt_first_pass_iters: 4
placed_area_sq_um: 9890
crit_path_start_kind: "primary input"
drc_errors: 0
topCellsByArea: "mux4_2, mux2i_1, mux4_1, o22ai_1, nand2_1"
tool_warnings: 32
core-area_sq_um: 38700
routedWlPerCell_microns: 25.7
gp_congestion: 0.886
finalSetupTns_ps: 0
holdWs_ps: 3740
clockPowerShare_pct: 0
power.switching_uw: 205
ys_cells: 324
top_cell_area_share_pct: 64.9
grt_pass1_wl_microns: 47000
tightest_slew_ps: 842
p_seq_share_pct: 0
max_freq_mhz: 182
rsz0062_at_grt: "no"
num_vias: 5492
viasPerCell: 4.11
synth_area_per_cell_sq_um: 13.0
ir_drop_mv: 0.0494
port-buffer-count: 526
critical_path_class: "primary input to output port"
post-place-ws_ps: 542
power_density_nw_per_um2: 66.9
final_hold_viol_count: 0
cts_resized: 0
post-route-cell-area_sq_um: 9900
grt_max_degree: 57
internal_power_uw: 458
timing.max_cap.violations: 0
switching_share_pct: 30.9
hold_buffers: 0
yosysMostFrequentCell: "mux4_2"
finalCriticalPeriod_ps: 5490
ys_warn_count: 0
regArea_sq_um: 0
status: "finished, final reports clean"
comb_power_share_pct: 100.0
critical_path_arrival_ps: 4230
rows: 72
drt_iter0_drc: 215
required_ps: 5040
nClkBuffers: 0
antenna_found_initial: 8
seq_cell_count: 0
grt_pass1_vias: 6431
largest_area_cell: "mux4_2"
cp-end-kind: "output port"
fp_util_pct: 10.8
netlist_top_cells_count: "mux4_2, mux2i_1, nand2_1, o22ai_1, a21oi_1"
ant_nets: 0
synth_seq_share_pct: 0
die-height_microns: 218
area_growth_pct: 136
post-dp-hpwl_microns: 30500
cts_setup_buffers: 0
setup-violations-final: 0
[metrics by stage]
step | cells | utilization (%) | total power, mW
after global placement | 1333 | 25.5 | 0.673
after CTS | 1333 | 25.5 | 0.676
final | 1336 | 25.5 | 0.662
after floorplan | 324 | - | 0.252
after global routing | 1333 | 25.5 | 0.709
after detailed placement | 1333 | 25.5 | 0.673
[metal layers]
layer | wire length [microns] | global-route usage, % | share of wire (%)
met5 | 65 | 0 | 0.19
met4 | 119 | 0.393 | 0.35
met3 | 3660 | 5.27 | 11
met2 | 17500 | 24.9 | 51
met1 | 13000 | 16.6 | 38
[cell type report]
class	instances	area (sq um)
Inverter	1	3.75
Fill cell	4074	28800
Tap cell	518	648
Multi-Input combinational cell	278	3880
Timing Repair Buffer	536	5360
Antenna cell	3	7.51
[cell usage in the layout (no fill, tap or decap), drive strengths merged, types with 4 or more instances in the layout]
cell type and count:
a22o 4, nand3 4, o22ai 17, mux2i 29, nor2b 5, clkdlybuf4s50 522
o221ai 8, buf 14, mux4 126, or3 6, nand4 4, a21oi 16
o21ai 8, nand2 26
[worst max-delay path: stages]
cell and delay (ps):
clkdlybuf4s50_1 810, nand2b_1 530, or2_2 290, o22ai_1 90, a221oi_1 460, a22o_1 260, clkdlybuf4s50_1 510
[logic make-up after synthesis]
family / count (synthesis) / synth area share [%]
multiplexers: 158 / 75.8
AND-OR/OR-AND: 66 / 10.4
AND/OR/NAND/NOR: 54 / 6.23
buffers and inverters: 46 / 7.60
[power groups by stage]
stage                 registers [mW]  logic, mW  clock network [mW]
after CTS                          0      0.676                   0
after global routing               0      0.709                   0
final                              0      0.662        0.0000000638
[final timing paths]
kind | startpoint | to | slack, ps | cells past startpoint
worst max-delay path | sel[3] | treasure[1] | 810 | 7
worst min-delay path | sel[4] | treasure[3] | 3740 | 5
Power is estimated from default activity; no workload was simulated.
