==> flow/design.v <==
module demux (data_in, control, out1, out2);
    input [99:0] data_in;
    input control;
    output [99:0] out1;
    output [99:0] out2;
    assign out1 = (control == 0) ? data_in : 100'b0;
    assign out2 = (control == 1) ? data_in : 100'b0;
endmodule
==> flow/run.sh <==
#!/bin/bash
# OpenROAD 26Q1-2900-gdf79404cd8, Yosys 0.63+post, stock flow scripts
make -C /OpenROAD-flow-scripts/flow DESIGN_CONFIG=/design/flow/config.mk WORK_HOME=/design/flow/orfs finish
==> flow/config.mk <==
export PLATFORM = sky130hd
export DESIGN_NAME = demux
export DESIGN_NICKNAME = demux
export VERILOG_FILES = /design/flow/design.v
export SDC_FILE = /design/flow/constraint.sdc
export NUM_CORES = 4
export LEC_CHECK = 1
export CORE_AREA = 10 10 123 123
export DIE_AREA = 0 0 133 133
==> flow/constraint.sdc <==
current_design demux

set clk_period 1.0
set clk_io_pct 0.2

create_clock -name clk0 -period $clk_period

set non_clock_inputs [all_inputs -no_clocks]
set_input_delay [expr $clk_period * $clk_io_pct] -clock clk0 $non_clock_inputs
set_output_delay [expr $clk_period * $clk_io_pct] -clock clk0 [all_outputs]
==> impl_metrics.py <==
# Flow results
metrics = {
    "outcome": {
        "run_status": "complete, but fails checks",
        "failed_checks": "negative setup slack",
    },
    "final_timing": {
        "setup_viol": 95,
        "timing.slew.headroom": 0.9093,
        "period_used_share": 1.145,
        "fin_setup_tns_ps": -3120,
        "worst-slew-pin-transition_ps": 136.1,
        "final_critical_path_setup_slack_ps": -144.8,
        "hold_violations": 0,
        "maxClockFrequency_ghz": 0.8735,
        "rsz_0062_raised_after_global_routing": "true",
        "final_max_slew_viol_count": 0,
        "period_needed_ps": 1145,
    },
    "power": {
        "power_leakage_nw": 2.796,
        "p_switching_w": 0.0005689,
        "register_share_of_total_power": 0,
        "logic_pwr_share": 1.000,
        "cell_pwr_density_mw_per_mm2": 371.4,
        "internal_power_w": 0.001356,
        "clockPowerShare": 0,
        "report.power.total_w": 0.001925,
        "ir_worst_vdd_mv": 0.1767,
        "switching_share": 0.2955,
    },
    "global_routing": {
        "first_global_vias": 3010,
        "grt_use_total": 0.1313,
        "grt_max_degree": 17,
        "wire_length_of_the_first_global_routing_pass_mm": 18.60,
        "grt_antenna_before_repair": 1,
        "grt_overflow": 0,
    },
    "logic_synthesis": {
        "synthesis.area_sq_mm": 0.001361,
        "synth_warnings": 0,
        "yosys-top-cells-area": "and2_1 (46%), nor2b_1 (46%), buf_2 (4.4%)",
        "mux_area_frac": 0,
        "synth_stat.cells": 222,
        "synth-adder-area-share": 0,
        "cell_count_after_synthesis": 222,
        "synth.avg_cell_area_sq_um": 6.132,
        "postSynthSeqShare": 0,
        "ys_sh_simple": 0.9191,
        "synth_top_cell_by_area": "and2_1",
        "synth_largest_type_area_fraction": 0.4596,
        "synth-compound-area-share": 0,
        "xor_share": 0,
        "ys_types": 4,
        "synth_chip_area_sq_mm": 0.001361,
        "synthTopLogicFamily": "simple AND/OR/NAND/NOR gates",
        "synthTopCellsByCount": "and2_1 (100), nor2b_1 (100), buf_2 (12)",
    },
    "flow_run": {
        "drv.max_cap_violation_count": 0,
        "tool_warnings": 34,
    },
    "route": {
        "drc_errors": 0,
        "routed_wl_mm": 12.82,
        "drt_iter0_markers": 45,
        "via_per_inst": 3.774,
        "wl_per_cell_um": 17.28,
        "dr_total_vias": 2800,
        "antenna_violating_nets_left": 0,
        "drtPass1Iterations": 4,
    },
    "worst_setup_path": {
        "arrival_ps": 940,
        "critPathMaxFanout": 7,
        "worst_setup_path_end_kind": "primary output",
        "worst_ep_required_time_ps": 800,
        "criticalPathCategory": "in2out",
        "kind_of_start_point_of_the_critical_path": "primary input",
    },
    "layout": {
        "finish.utilization": 0.4124,
        "finish.cell_count_without_fillers": 742,
        "synth_to_final_area_change_pct": 280.8,
        "layout-drive-gt1-share": 0.6221,
        "area_occupied_by_registers_sq_um": 0,
        "final_cell_area_sq_mm": 0.005184,
        "sequential_cell_total": 0,
        "layout_clock_buffer_count": 0,
    },
    "clock_tree": {
        "count_of_hold_fix_buffers_inserted_at_cts": 0,
    },
    "floorplanning": {
        "design.portCount": 301,
        "die_width_um": 133,
        "floorplan.core_area_sq_mm": 0.01257,
        "placement_rows": 41,
        "chip_area_sq_mm": 0.01769,
        "die_height_um": 133,
        "initCoreUtil": 0.1083,
    },
    "place": {
        "finalWeightedCongestion": 0.8231,
        "portBuffers": 301,
        "place.detailed.hpwl_mm": 9.512,
        "dpl-instance-area_sq_mm": 0.004589,
        "dpl.cell_count": 683,
    },
    "min_path": {
        "worst_hold_path_type": "in2out",
    },
}
[routing by layer]
layer / part of all wire / track usage / up-vias
met5: 0 / 0 / -
li1: - / - / 1362
met3: 0.10 / 0.05265 / 2
met2: 0.50 / 0.2363 / 162
met4: 0.0015 / 0 / 0
met1: 0.39 / 0.1508 / 1274
[worst paths after layout]
kind / slack, ps / end / cells after the start / from
worst max-delay path: -140 / out2[53] / 6 / control
worst min-delay path: 720 / out2[11] / 3 / data_in[11]
[placed cells by master (no fill, tap or decap), drive strengths merged]
cell,instances
dlygate4sd2,82
clkdlybuf4s15,29
buf,225
and2,100
diode,1
dlymetal6s2s,1
nor2b,100
clkbuf,31
bufbuf,1
[power groups by stage]
stage	sequential [W]	clock [W]	combinational, W
5_1_grt	0	0.000000000134	0.00208
4_1_cts	0	0	0.00173
6_report	0	0.000000000134	0.00192
[timing repair]
action,4_1_cts,5_1_grt
resized,822,149
endpoints found under the setup margin,200,157
pin swaps,34,22
buffers inserted,43,4
cloned,13,2
[area by class of cell]
class / count / area, sq um
well taps: 172 / 215.2
diodes: 1 / 2.502
fillers: 1245 / 7385
multi-input cells: 200 / 1572
repair buffers: 369 / 3395
[per-stage QoR]
| stage | hold slack (ps) | setup WS, ps |
|---|---|---|
| finish | 721.7 | -144.8 |
| global route | 761.2 | -160.4 |
| CTS | 731.2 | -176.5 |
| detailed placement | 1197 | -573.2 |
| global placement | 1195 | -563.8 |
| floorplan | 463.0 | 189.2 |
[critical path: stages]
cell	delay (ps)
buf_16	140
buf_12	140
buf_8	120
buf_6	100
and2_4	120
buf_6	100
[kinds of logic after synthesis]
| group | count (synthesis) |
|---|---|
| buffers and inverters | 22 |
| and+or+nand+nor | 200 |
Power figures rest on the tool's default switching activity, not on a simulated workload.
